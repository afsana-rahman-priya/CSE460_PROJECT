[design.v]
module ALU_PROJECT_GROUP5(A,B,OPCODE,CLK,RST,C,ZF,SF,CF);
	input [3:0] A,B;
	input [2:0] OPCODE;
	input CLK;
	input RST;
	output reg [3:0]C;
	output reg CF,SF,ZF;
	reg [3:0] current, next;
	reg [1:0] b1,b2,b3,b4;
	parameter xor_s0 = 3'b000, xor_s1=3'b001, xor_s2=3'b010, xor_s3=3'b011, xor_s4=3'b100;
	parameter add_s0 = 3'b000, add_s1=3'b001, add_s2=3'b010, add_s3=3'b011, add_s4=3'b100;
	parameter xnor_s0 = 3'b000, xnor_s1=3'b001, xnor_s2=3'b010, xnor_s3=3'b011, xnor_s4=3'b100;
	parameter sub_s0 = 3'b000, sub_s1=3'b001, sub_s2=3'b010, sub_s3=3'b011, sub_s4=3'b100;
	always @(posedge CLK)begin
	   if (OPCODE == 3'b001)begin
			current = next;
			case(current)
				xor_s0: next = xor_s1;
				xor_s1: next = xor_s2;
				xor_s2: next = xor_s3;
				xor_s3: next = xor_s4;
				xor_s4: next = xor_s0;
			endcase
		end
	    if (OPCODE == 3'b010)begin
			current = next;
			case(current)
				add_s0: next = add_s1;
				add_s1: next = add_s2;
				add_s2: next = add_s3;
				add_s3: next = add_s4;
				add_s4: next = add_s0;
			endcase
		end
		if (OPCODE == 3'b011)begin
			current = next;
			case(current)
				xnor_s0: next = xnor_s1;
				xnor_s1: next = xnor_s2;
				xnor_s2: next = xnor_s3;
				xnor_s3: next = xnor_s4;
				xnor_s4: next = xnor_s0;
			endcase
		end
		if (OPCODE == 3'b100)begin
			current = next;
			case(current)
				sub_s0: next = sub_s1;
				sub_s1: next = sub_s2;
				sub_s2: next = sub_s3;
				sub_s3: next = sub_s4;
				sub_s4: next = sub_s0;
			endcase
		end
	end
	always @(current)begin
	CF = 0;
	if (OPCODE == 3'b000)begin
		 C[0]= C[0];
		 C[1]= C[1];  
	     C[2]= C[2];
		 C[3]= C[3];	
		 SF = 0;
		 ZF = 0;			
	end
	if (OPCODE == 3'b001)begin
		case(current)			
			xor_s1: C[0]= A[0]^B[0];
			xor_s2: C[1]= A[1]^B[1];  
			xor_s3: C[2]= A[2]^B[2];
			xor_s4: C[3]= A[3]^B[3];	
		endcase				
		SF = C[3];
		if (C == 4'b0000)
			ZF = 1;
		else
			ZF = 0;
	end
	if (OPCODE == 3'b010)begin
		case(current)
			add_s1:begin
				b1=A[0]+B[0];
				C[0]=b1[0];
			end
			add_s2:begin
				b2=A[1]+B[1]+b1[1];
				C[1]=b2[0];
			end
			add_s3:begin
				b3=A[2]+B[2]+b2[1];
				C[2]=b3[0];
			end
			add_s4:begin
				b4=A[3]+B[3]+b3[1];
				C[3]=b4[0];
			end
		endcase
		CF = b4[1];
		SF = C[3];
		if (C == 4'b0000)begin
			ZF = 1;
		end
		else
			ZF = 0;
	 end
	if (OPCODE == 3'b011)begin
		case(current)
			xnor_s1: C[0]= ~(A[0] ^ B[0]);
			xnor_s2: C[1]= ~(A[1] ^ B[1]);
			xnor_s3: C[2]= ~(A[2] ^ B[2]);
			xnor_s4: C[3]= ~(A[3] ^ B[3]);
		endcase	
		SF = C[3];
		if (C == 4'b0000)
			ZF = 1;
		else
			ZF = 0;
	end
	if (OPCODE == 3'b100)begin
		case(current)
			sub_s1: C[0] = 0~^B[0];
			sub_s2: C[1] = 0~^B[1];
			sub_s3: C[2] = 0~^B[2];
			sub_s4:	C[3] = 0~^B[3];
		endcase
		case(current)
			sub_s1:begin
				b1=A[0]+C[0]+1;
				C[0]=b1[0];
			end
			sub_s2:begin
				b2=A[1]+C[1]+b1[1];
				C[1]=b1[0];
			end
			sub_s3:begin
				b3=A[2]+C[2]+b2[1];
				C[2]=b3[0];
			end
			sub_s4:begin
				b4=A[3]+C[3]+b3[1];
				C[3]=b4[0];
			end
		endcase
		CF = b4[1];
		SF = C[3];
		if (C== 4'b0000)
			ZF = 1;
		else		
			ZF = 0;
	end
	end
	endmodule
[run.sh]
#!/bin/bash
# OpenROAD 26Q1-2900-gdf79404cd8, Yosys 0.63+post, stock flow scripts
make -C /OpenROAD-flow-scripts/flow DESIGN_CONFIG=/design/flow/config.mk WORK_HOME=/design/flow/orfs finish
[config.mk]
export PLATFORM = sky130hd
export DESIGN_NAME = ALU_PROJECT_GROUP5
export DESIGN_NICKNAME = ALU_PROJECT_GROUP5
export VERILOG_FILES = /design/flow/design.v
export SDC_FILE = /design/flow/constraint.sdc
export NUM_CORES = 4
export LEC_CHECK = 1
export CORE_UTILIZATION = 40
[constraint.sdc]
current_design ALU_PROJECT_GROUP5

set clk_period 3.5
set clk_io_pct 0.2

create_clock -name clk0 -period $clk_period [get_ports {CLK}]

set non_clock_inputs [all_inputs -no_clocks]
set_input_delay [expr $clk_period * $clk_io_pct] -clock clk0 $non_clock_inputs
set_output_delay [expr $clk_period * $clk_io_pct] -clock clk0 [all_outputs]
==> out/qor.log <==
INFO  outcome        outcome=complete, no violations
INFO  worst_setup_path critical_path.slowest_cell=sky130_fd_sc_hd__fa_1
INFO  grt            first_global_vias=1175
INFO  flow_run       max-cap-violations=0
INFO  pwr            reported_net_switching_power=333.3uW
INFO  yosys          asyncSetResetFlopFracSynth=0%
INFO  place          finalWeightedCongestion=0.9070
INFO  routing        route.detailed.wl_per_inst=13.74um
INFO  yosys          cell_with_the_most_instances_after_synthesis=sky130_fd_sc_hd__nand2_1
INFO  yosys          synth.logic.top_family=simple AND/OR/NAND/NOR gates
INFO  routing        route.antenna.diode_count=0
INFO  cts            clock_buffers_created_by_tritoncts=3
INFO  worst_hold_path worst_hold_startpoint=next[3]
INFO  cells_and_area share_of_cells_above_drive_strength_1=15.38%
INFO  yosys          synth.cellmix.adderShare=9.700%
INFO  cts            insertion_delay=260ps
INFO  final_timing   unrepaired_setup_endpoints_after_global_routing=false
INFO  final_timing   report.final.hold_viol_count=0
INFO  worst_hold_path worst_hold_path_type=flip-flop to flip-flop
INFO  yosys          yosys.area_share.xor_xnor=4.321%
INFO  routing        num_vias=1291
INFO  pwr            p_sw_share=39.58%
INFO  yosys          postSynth.topFlopCell=sky130_fd_sc_hd__dlxtn_1
INFO  worst_setup_path worst_setup_path_start_kind=input pin
INFO  floorplan      pin_count=20
INFO  worst_setup_path worstPathMaxFanout=2
INFO  final_timing   clock.fmax=0.2960GHz
INFO  place          place_ws=-61.46ps
INFO  yosys          synthMuxAreaShare=6.790%
INFO  pwr            share_seq_of_total_power=33.7%
INFO  final_timing   finalMaxSlewViolations=0
INFO  worst_setup_path cp_cell_sequence=dlygate4sd2_1, fa_1, mux2_4, fa_1, a21oi_1, o22ai_1, clkdlybuf4s50_1
INFO  worst_setup_path crit_start=A[2]
INFO  routing        dr.pass1.iters=4
INFO  final_timing   unclocked_regs=11
INFO  floorplan      chipHeight=61.56um
INFO  final_timing   untimed_endpoints=17
INFO  pwr            design_power_total=842.0uW
INFO  final_timing   finalSetupViolations=0
INFO  final_timing   fin_ws=122.0ps
INFO  worst_setup_path worst-endpoint-required=2800ps
INFO  worst_hold_path hold_path_depth=0
INFO  yosys          enable_flop_cells=4
INFO  yosys          numSynthFlops=19
INFO  pwr            pwr-share-clk=9.1%
INFO  worst_setup_path critical_path.reg2reg.startpoint=next[1]
INFO  final_timing   slew-limit-headroom=61.26%
INFO  floorplan      core_area=0.003363mm2
INFO  place          dpl.cell_count=237
INFO  flow_run       stage_log_warnings=26
INFO  yosys          simple_gate_share=28.40%
INFO  yosys          syn_inst=174
INFO  yosys          mean_instance_size_in_the_synthesized_netlist=8.154um2
INFO  routing        final_antenna_net_count=0
INFO  grt            grt_start_max_net_pins=17
INFO  routing        route.final.wire_length=3.312mm
INFO  worst_setup_path timing.setup.critical_path_class=input pin to output port
INFO  yosys          netlist_area=0.001419mm2
INFO  cts            post_cts.repair.setup_buffers=0
INFO  pwr            power_report.internal_total=508.7uW
INFO  pwr            comb_power_share=57.1%
INFO  grt            track_usage=19.63%
INFO  cts            clock_tree.htree_level_count=1
INFO  routing        post-route-drc-count=0
INFO  yosys          yosys_cell_count=174
INFO  floorplan      floorplan.core_util=42.19%
INFO  pwr            ir_drop=0.0002166V
INFO  yosys          yosys-top-cells-count=sky130_fd_sc_hd__nand2_1 (22), sky130_fd_sc_hd__nor2_1 (16), sky130_fd_sc_hd__clkbuf_1 (12)
INFO  cts            cts_root_buf=sky130_fd_sc_hd__clkbuf_4
INFO  worst_setup_path critical-path-top-cell-by-count=sky130_fd_sc_hd__fa_1
INFO  worst_setup_path worstPathArrival=2680ps
INFO  yosys          ys_warn_count=25
INFO  yosys          post_synth_ao_oa_area_fraction=19.40%
INFO  worst_setup_path slowest_delay=420ps
INFO  routing        via_per_inst=5.357
INFO  pwr            power.static_leakage=0.7319nW
INFO  floorplan      chip_area=0.003789mm2
INFO  grt            globalRoute.totalOverflow=0
INFO  yosys          post-synth-top-area-cell=sky130_fd_sc_hd__dlxtn_1
INFO  yosys          ys_top_cells_by_area=sky130_fd_sc_hd__dlxtn_1 (12%), sky130_fd_sc_hd__edfxtp_1 (8.5%), sky130_fd_sc_hd__fa_1 (7.1%), sky130_fd_sc_hd__nand2_1 (5.8%), sky130_fd_sc_hd__dfxtp_1 (5.6%)
INFO  cells_and_area layout.filler_cells=354
INFO  cts            clk_pin_slew=50ps
INFO  cts            cts_tree=done
INFO  routing        drt_first_iter_violations=41
INFO  yosys          number_of_distinct_standard_cells_referenced_by_the_synthesized_netlist=47
INFO  worst_setup_path setup.reg_to_reg.worst_slack=2450ps
INFO  cts            clockBufferDepth=2
INFO  cells_and_area area_growth_syn_to_layout=23.46%
INFO  pwr            power_density=480.7mW/mm2
INFO  final_timing   fin_skew=12.44ps
INFO  place          dp_hpwl=2.599mm
INFO  final_timing   worstMarginPinSlew=579.6ps
INFO  cells_and_area final_cell_count_no_fill=241
INFO  grt            grt_pass1_wl=5.354mm
INFO  place          io_buffer_count=18
INFO  grt            initial_antenna_violation_count=0
INFO  floorplan      placementRows=21
INFO  worst_setup_path critPathCaptureType=output port
INFO  floorplan      horizontal_die_dimension=61.56um
INFO  final_timing   min_period_over_period=96.51%
INFO  worst_setup_path timing.reg2reg.worst_path_depth=3
INFO  final_timing   final.min_clock_period=3378ps
INFO  yosys          yosys.area.top_type_share=11.64%
INFO  yosys          yosys_chip_area=0.001419mm2
==> worst max-delay path: cells and delay by family <==
kind / cells / cell delay, ps
fa+ha+maj: 2 / 780
buf+inv: 2 / 670
mux: 1 / 290
compound gates: 2 / 250
==> flip-flops by register name (all words and copies together) (netlist names) <==
register  cells
C             4
current       4
next          4
b1            2
SF            1
ZF            1
b2            1
b3            1
b4            1
==> through the flow <==
stage | instance area [um2] | util (%) | setup TNS (ps) | hold slack [ps]
finish | 1752 | 52.08 | 0 | 393.8
global route | 1752 | 52.08 | 0 | 410.5
CTS | 1740 | 51.75 | 0 | 395.9
detailed placement | 1697 | 50.45 | -61.46 | 388.4
global placement | 1697 | 50.45 | -59.95 | 383.2
floorplan | 1419 | - | 0 | 445.6
==> worst paths after layout <==
| kind | to |
|---|---|
| max reg2reg | next[2] |
| min reg2reg | next[3] |
| max | CF |
| min | next[3] |
==> metal layers <==
layer | vias to the layer above | track usage (%) | wire (um) | part of all wire [%]
li1 | 660 | - | - | -
met1 | 584 | 31.39 | 1549 | 47
met2 | 47 | 29.34 | 1493 | 45
met3 | 0 | 3.617 | 269 | 8.1
met4 | 0 | 2.222 | 0 | 0
met5 | - | 0 | 0 | 0
==> power by group through the flow <==
| stage | registers, mW | clock network, mW | logic [mW] |
|---|---|---|---|
| CTS | 0.283 | 0.0784 | 0.482 |
| finish | 0.284 | 0.0769 | 0.481 |
| global route | 0.299 | 0.0837 | 0.543 |
==> layout by cell type (no fill, tap or decap), types with 3 or more instances in the layout <==
cell type | synthesis | final
sky130_fd_sc_hd__a21o_1 | 5 | 5
sky130_fd_sc_hd__a21oi_1 | 11 | 11
sky130_fd_sc_hd__and2_1 | 3 | 3
sky130_fd_sc_hd__buf_4 | 0 | 12
sky130_fd_sc_hd__clkbuf_4 | 0 | 3
sky130_fd_sc_hd__clkdlybuf4s50_1 | 0 | 13
sky130_fd_sc_hd__dfxtp_1 | 4 | 4
sky130_fd_sc_hd__dlxtn_1 | 11 | 11
sky130_fd_sc_hd__dlygate4sd2_1 | 0 | 3
sky130_fd_sc_hd__edfxtp_1 | 4 | 4
sky130_fd_sc_hd__fa_1 | 5 | 5
sky130_fd_sc_hd__ha_1 | 3 | 3
sky130_fd_sc_hd__inv_1 | 8 | 8
sky130_fd_sc_hd__mux2_2 | 5 | 4
sky130_fd_sc_hd__mux2i_1 | 4 | 4
sky130_fd_sc_hd__nand2_1 | 22 | 21
sky130_fd_sc_hd__nor2_1 | 16 | 15
sky130_fd_sc_hd__nor2b_1 | 4 | 4
sky130_fd_sc_hd__nor3_1 | 5 | 5
sky130_fd_sc_hd__nor3b_1 | 3 | 3
sky130_fd_sc_hd__o21ai_0 | 3 | 3
sky130_fd_sc_hd__o221ai_1 | 5 | 5
sky130_fd_sc_hd__xnor2_1 | 3 | 3
sky130_fd_sc_hd__xor2_1 | 4 | 4
==> cell type report <==
type,count,area [um2],area share (%)
Clock buffer,4,26.28,1.500
Inverter,8,30.03,1.714
Multi-Input combinational cell,134,1001,57.14
Sequential cell,19,365.4,20.86
Tap cell,46,57.56,3.286
Timing Repair Buffer,30,271.5,15.50
==> kinds of logic after synthesis <==
logic type      count (synthesis)
buf+inv                        21
simple gates                   71
mux                             9
latches                        11
flops                           8
xor+xnor                        7
compound gates                 39
fa+ha+maj                       8
==> what timing repair did <==
| action | 4_1_cts | 5_1_grt |
|---|---|---|
| setup endpoints to repair | 1 | 1 |
| hold buffers | 0 | 0 |
| pin swaps | 1 | 3 |
| hold endpoints to repair | 0 | 0 |
| gates resized | 8 | 3 |
| cloned | 0 | 0 |
Power is estimated from default activity; no workload was simulated.
